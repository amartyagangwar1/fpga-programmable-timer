==> flow/design.v <==
`timescale 1ns / 1ps
module clkdiv(
    input clk,
    input reset,
    output reg clk_10ms
);
    reg [19:0] count; 
    always @(posedge clk) begin
        if (reset) begin
            count <= 0;
            clk_10ms <= 0;
        end 
        else if (count == 999_999) begin    
            count <= 0;
            clk_10ms <= 1;                
        end 
        else begin
            count <= count + 1;
            clk_10ms <= 0;               
        end
    end
endmodule
`timescale 1ns / 1ps
module controller(
    input clk,
    input reset,        
    input startstop,        
    input [1:0] mode,
    input at_zero,
    input at_max,       
    output reg count_enable,
    output reg up             
    );
    reg [1:0] state;
    reg [1:0] next_state;
    always @(*) begin    
        case(mode)
            2'b00: up = 1;
            2'b01: up = 0;
            2'b10: up = 1;
            2'b11: up = 0;
        endcase
   end
   always @(posedge clk or posedge reset) begin      
        if(reset)
            state <= 2'b00;
        else
            state <= next_state;
  end
  always @(*) begin
    next_state = state;
    case(state)
        2'b00: begin                  
            next_state = 2'b01;
        end 
        2'b01: begin                 
            if(startstop) begin      
                next_state = 2'b10;
            end
        end
        2'b10: begin                 
            if (!up && at_zero) begin
                next_state = 2'b11;
            end
            if (up && at_max) begin
                next_state = 2'b11;
            end     
            if(startstop) begin
                next_state = 2'b11;   
            end
        end            
         2'b11: begin
            if(startstop) begin
                next_state = 2'b10;
            end
          end
    endcase        
  end   
  always @(*) begin
    case(state)
        2'b00: count_enable = 0;
        2'b01: count_enable = 0;
        2'b10: count_enable = 1;
        2'b11: count_enable = 0;
    endcase
  end    
endmodule
`timescale 1ns / 1ps
module datapath(
    input clk,
    input reset,
    input clk_10ms,          
    input count_enable,       
    input up,                 
    input [1:0] mode,
    input [3:0] preset_tens,
    input [3:0] preset_ones,
    output [3:0] ms_ones,
    output [3:0] ms_tens,
    output [3:0] sec_ones,
    output [3:0] sec_tens
    );
    reg [3:0] L_ms1, L_ms10, L_s1, L_s10;    
    always @(*) begin
        case (mode)
            2'b00: begin    
                L_ms1  = 0;
                L_ms10 = 0;
                L_s1   = 0;
                L_s10  = 0;
            end
            2'b01: begin    
                L_ms1  = 9;
                L_ms10 = 9;
                L_s1   = 9;
                L_s10  = 9;
            end
            2'b10: begin    
                L_ms1  = 0;
                L_ms10 = 0;
                L_s1   = preset_ones;
                L_s10  = preset_tens;
            end
            2'b11: begin    
                L_ms1  = 0;
                L_ms10 = 0;
                L_s1   = preset_ones;
                L_s10  = preset_tens;
            end
        endcase
    end
    wire r0, r1, r2;  
    wire en_ms_ones = clk_10ms & count_enable;   
    wire en_ms_tens = r0 & en_ms_ones;
    wire en_sec_ones = r1 & en_ms_tens;
    wire en_sec_tens = r2 & en_sec_ones;         
    digit_counter d0 (
        .clk(clk),
        .reset(reset),
        .load(1'b1),
        .load_val(L_ms1),
        .enable(en_ms_ones),
        .up(up),
        .q(ms_ones),
        .ripple(r0)
    );
    digit_counter d1 (
        .clk(clk),
        .reset(reset),
        .load(1'b1),
        .load_val(L_ms10),
        .enable(en_ms_tens),
        .up(up),
        .q(ms_tens),
        .ripple(r1)
    );
    digit_counter d2 (
        .clk(clk),
        .reset(reset),
        .load(1'b1),
        .load_val(L_s1),
        .enable(en_sec_ones),
        .up(up),
        .q(sec_ones),
        .ripple(r2)
    );
    digit_counter d3 (
        .clk(clk),
        .reset(reset),
        .load(1'b1),
        .load_val(L_s10),
        .enable(en_sec_tens),
        .up(up),
        .q(sec_tens),
        .ripple()     
    );
endmodule
`timescale 1ns / 1ps
module digit_counter(
    input clk,
    input reset,
    input load,
    input [3:0] load_val,
    input enable,            
    input up,                
    output reg[3:0] q,
    output reg ripple        
    );
    always @(posedge clk) begin
        if(reset) begin
            if(load) begin
                q <= load_val;
            end else begin     
                q <= 0;
            end
            ripple <=0;
        end
        else if(enable) begin
            ripple <=0;
            if(up) begin    
                if(q==9) begin
                    q <= 0;
                    ripple <= 1;
                end else begin 
                    q <= q + 1;
                end
            end 
            else begin  
                if(q==0) begin
                    q <= 9;
                    ripple <=1;
                end else begin
                    q <= q - 1;
                end
            end
         end
     end           
endmodule
`timescale 1ns / 1ps
module display_mux(
    input clk,                   
    input [3:0] d0, d1, d2, d3,  
    output reg [3:0] an,         
    output reg [3:0] digit       
    );
    reg[1:0] sel = 0;  
    reg[15:0] count = 0;  
    always @(posedge clk) begin
        count <= count + 1;
        sel <= count[15:14];
    end
    always @(*) begin
        case(sel) 
             2'b00: begin
                    an = 4'b1110;    
                    digit = d0;     
                end
                2'b01: begin
                    an = 4'b1101;    
                    digit = d1;
                end
                2'b10: begin
                    an = 4'b1011;    
                    digit = d2;
                end
                2'b11: begin
                    an = 4'b0111;    
                    digit = d3;
                end
            endcase
        end
endmodule
`timescale 1ns / 1ps
module ff_sync(
    input clk,
    input d,
    output q
);
    reg r1, r2;
    always @(posedge clk) begin
        r1 <= d;
        r2 <= r1;
    end
    assign q = r2;
endmodule
`timescale 1ns / 1ps
module sevenseg(
    input  [3:0] digit,      
    output reg [6:0] seg     
);
    always @(*) begin
        case (digit)
            4'd0: seg = 7'b1000000;  
            4'd1: seg = 7'b1111001;  
            4'd2: seg = 7'b0100100;  
            4'd3: seg = 7'b0110000;  
            4'd4: seg = 7'b0011001;  
            4'd5: seg = 7'b0010010;  
            4'd6: seg = 7'b0000010;  
            4'd7: seg = 7'b1111000;  
            4'd8: seg = 7'b0000000;  
            4'd9: seg = 7'b0010000;  
            4'd10: seg = 7'b0010000;  
            4'd11: seg = 7'b0010000;  
            4'd12: seg = 7'b0010000;  
            4'd13: seg = 7'b0010000;  
            4'd14: seg = 7'b0010000;  
            4'd15: seg = 7'b0010000;  
            default: seg = 7'b1111111;  
        endcase
    end
endmodule
`timescale 1ns / 1ps
module top(
    input clk,
    input reset,                
    input startstop,            
    input [1:0] mode,           
    input [3:0] preset_ones,    
    input [3:0] preset_tens,    
    output [6:0] seg,           
    output dp,
    output [3:0] an
    );
    wire clk_10ms;
    clkdiv u_clkdiv(
        .clk(clk),
        .reset(reset),
        .clk_10ms(clk_10ms)
    );    
    wire reset_sync;
    wire startstop_sync;
    ff_sync s1 (.clk(clk), .d(reset), .q(reset_sync));
    ff_sync s2 (.clk(clk), .d(startstop), .q(startstop_sync));
    wire count_enable;
    wire up;
    wire at_zero = (ms_ones == 0 && ms_tens == 0 && sec_ones == 0 && sec_tens == 0);
    wire at_max = (ms_ones == 0 && ms_tens == 9 && sec_ones == 0 && sec_tens == 9);
    controller u_controller(
        .clk(clk),
        .reset(reset_sync),
        .startstop(startstop_sync),
        .mode(mode),
        .at_zero(at_zero),
        .at_max(at_max),
        .count_enable(count_enable),
        .up(up)
    );
    wire [3:0] ms_ones;
    wire [3:0] ms_tens;
    wire [3:0] sec_ones;
    wire [3:0] sec_tens;
     datapath u_datapath(
        .clk(clk),
        .reset(reset),
        .clk_10ms(clk_10ms),
        .count_enable(count_enable),
        .up(up),
        .mode(mode),
        .preset_ones(preset_ones),
        .preset_tens(preset_tens),
        .ms_ones(ms_ones),
        .ms_tens(ms_tens),
        .sec_ones(sec_ones),
        .sec_tens(sec_tens)
    );
     wire [3:0] digit;
    display_mux u_mux(
        .clk(clk),
        .d0(ms_ones),
        .d1(ms_tens),
        .d2(sec_ones),
        .d3(sec_tens),
        .an(an),
        .digit(digit)
    );
    sevenseg u_sevenseg(
        .digit(digit),
        .seg(seg)
    );
    assign dp = 1'b1;
endmodule
==> flow/run.sh <==
#!/bin/bash
# OpenROAD 26Q1-2900-gdf79404cd8, Yosys 0.63+post, stock flow scripts
make -C /OpenROAD-flow-scripts/flow DESIGN_CONFIG=/design/flow/config.mk WORK_HOME=/design/flow/orfs finish
==> flow/config.mk <==
export PLATFORM = sky130hd
export DESIGN_NAME = top
export DESIGN_NICKNAME = top
export VERILOG_FILES = /design/flow/design.v
export SDC_FILE = /design/flow/constraint.sdc
export NUM_CORES = 4
export LEC_CHECK = 1
export CORE_UTILIZATION = 30
==> flow/constraint.sdc <==
current_design top

set clk_period 3.5
set clk_io_pct 0.2

create_clock -name clk0 -period $clk_period [get_ports {clk}]

set non_clock_inputs [all_inputs -no_clocks]
set_input_delay [expr $clk_period * $clk_io_pct] -clock clk0 $non_clock_inputs
set_output_delay [expr $clk_period * $clk_io_pct] -clock clk0 [all_outputs]
==> impl_metrics.tcl <==
# implementation run metrics
set metrics [dict create \
    status "finished, final reports clean" \
    crit_slowest_cell "mux4_2" \
    aoi_share 0.146 \
    port-buffer-count 23 \
    fa_ha_area_frac 0.0242 \
    synth_dominant_cell_count "dfxtp_1" \
    ctsRootBufferMaster "clkbuf_16" \
    vias 2880 \
    timing_worst_setup_path_type "reg2out" \
    powerDensity_nw_per_um2 479 \
    rsz0062_at_grt "false" \
    drt-initial-drc-count 196 \
    finalHoldViolCount 0 \
    area_growth_pct 17.8 \
    worstSetupStartpointType "register" \
    gp_congestion 0.826 \
    simple_gate_share 0.231 \
    cp_num_buf_inv 1 \
    syn_area_sq_um 3620 \
    dp.final_hpwl_microns 4780 \
    wl_per_cell_microns 12.7 \
    die_h_microns 112 \
    overflow 0 \
    coreArea_sq_um 11600 \
    p_leak_nw 1.48 \
    synth-xor-area-share 0.0654 \
    ys_seq_frac 0.416 \
    fin_area_sq_um 4260 \
    yosys_area_sq_um 3620 \
    ys_cells 403 \
    synthTopCellsByCount "46 x dfxtp_1, 36 x nand2_1, 30 x nor2_1" \
    h-tree-depth 3 \
    tool_warnings 29 \
    yosysWarnings 7 \
    grt_pass1_vias 2584 \
    clock_sinks 66 \
    drive_gt1_frac 0.0870 \
    cts_tree "yes" \
    cts_buffer_depth 2 \
    drc 0 \
    critPathMaxStageDelay_ns 0.61 \
    netlist_logic_family_top "simple AND/OR/NAND/NOR gates" \
    hp-class "reg2async" \
    setup_viol 0 \
    dieArea_sq_um 12500 \
    clk_pin_slew_ns 0.06 \
    timing.slew.headroom 0.539 \
    final.setup.tns_ns 0 \
    power_mw 2.04 \
    final.min_clock_period_ns 3.20 \
    insertion_delay_ns 0.33 \
    drv_cap 0 \
    edf_count 16 \
    fin_worst_skew_ns 0.00419 \
    ys_types 59 \
    yosysTopAreaCell "dfxtp_1" \
    cts-resized-gates 0 \
    async_flop_share 0.0606 \
    fin_crit_sh 0.913 \
    grt_pass1_wl_microns 12200 \
    placed_cells 541 \
    rows 39 \
    cts_hold_buf 0 \
    drv_slew 0 \
    die_width_microns 112 \
    grt_max_degree 34 \
    diodes 0 \
    viasPerCell 5.17 \
    layout.cells.non_filler 557 \
    ff_type "dfxtp_1" \
    ant_nets 0 \
    top_area_frac 0.255 \
    critPathTopFamily "multiplexers" \
    wirelength_microns 7070 \
    netlist_instances 403 \
    antenna_found_initial 0 \
    crit_arrival_ns 2.50 \
    clock.fmax_ghz 0.313 \
    fp_util 0.313 \
    path_max_fanout 10 \
    critPathRequiredTime_ns 2.80 \
    ios 25 \
    yosys_register_bits 66 \
    numCtsBuffers 9 \
    crit_chain "mux4_2 -> ha_1 -> nor3_1 -> clkdlybuf4s50_1" \
    track_usage 0.121 \
    peakVddDrop_mv 0.356 \
    mux_share 0.0685 \
    placed_area_sq_um 3920 \
    first_pass_iters 25 \
    synth.area.top_cells "dfxtp_1 25%, edfxtp_1 13%, xnor2_1 4.6%" \
    post_cts_buffers 0 \
    synth.avg_cell_area_sq_um 8.97 \
    tightest_slew_ns 0.691 \
    crit_path_end_kind "output pin" \
]
-- final timing paths --
kind / startpoint / to / slack [ns] / depth (start not counted)
worst max-delay path: u_mux.sel[1] / seg[1] / 0.30 / 4
worst min register to register: s1.r2 / u_controller.state[3] / 0.07 / 1
worst max register to register: u_clkdiv.count[0] / u_clkdiv.count[18] / 1.44 / 5
min in group clk0: s1.r1 / s1.r2 / 0.34 / 0
max in group asynchronous: s1.r2 / u_controller.state[0] / 3.20 / 1
worst min-delay path: s1.r2 / u_controller.state[3] / 0.07 / 1
-- flip-flops by register name, summed over array words and instances, names as in the netlist, 2 cells and up --
register and cells:
u_datapath.d1.q 4, u_datapath.d3.q 4, u_mux.count 16, u_clkdiv.count 20
u_datapath.d2.q 4, u_controller.state 4, u_datapath.d0.q 4, u_mux.sel 2
-- final cells by class --
| cell class | instances | area, sq um |
|---|---|---|
| fill | 1119 | 7300 |
| multi-input combinational | 293 | 1940 |
| sequential | 66 | 1500 |
| clock buffer | 11 | 254 |
| timing repair buffer | 25 | 245 |
| tap | 143 | 179 |
| clock inverter | 5 | 83.8 |
| inverter | 14 | 52.6 |
-- per-stage QoR --
stage	setup WS, ns	hold slack (ns)	utilization
floorplan	1.07	0.0473	-
detailed placement	0.627	0.0681	0.339
CTS	0.270	0.0763	0.368
global placement	0.686	0.0692	0.339
finish	0.303	0.0716	0.368
global route	0.102	0.100	0.368
-- layer usage --
layer / GRT usage / wire length, microns
met1: 0.185 / 3560
met2: 0.177 / 3050
met3: 0.0316 / 336
met4: 0.0270 / 121
met5: 0 / 0
-- logic make-up after synthesis --
| logic type | count (synthesis) |
|---|---|
| simple gates | 156 |
| buf+inv | 44 |
| other cells | 2 |
| mux | 19 |
| flops | 66 |
| xor+xnor | 27 |
| compound gates | 82 |
| fa+ha+maj | 7 |
-- placed cells by master, fill, tap and decap left out, types with 3 or more instances in the layout --
| cell | instances |
|---|---|
| xor2_1 | 8 |
| mux4_2 | 4 |
| or3_1 | 4 |
| dfrtp_1 | 3 |
| a31oi_1 | 4 |
| mux2_2 | 6 |
| inv_1 | 14 |
| or4_1 | 6 |
| clkdlybuf4s50_1 | 23 |
| o21ai_0 | 22 |
| nand2_1 | 36 |
| nand2b_1 | 8 |
| dfxtp_1 | 46 |
| a211oi_1 | 3 |
| nand4_1 | 7 |
| mux2i_1 | 9 |
| nor4_1 | 4 |
| o31ai_1 | 3 |
| ha_1 | 7 |
| xnor2_1 | 19 |
| a21o_1 | 5 |
| a21oi_1 | 22 |
| nor2b_1 | 8 |
| nand3_1 | 19 |
| clkbuf_16 | 10 |
| nor3_1 | 10 |
| o2bb2ai_1 | 5 |
| edfxtp_1 | 16 |
| nor2_1 | 30 |
| and3_1 | 5 |
| or2_2 | 3 |
-- power breakdown --
part | total [mW] | internal [mW] | switching [mW]
Combinational | 0.182 | 0.0981 | 0.0836
Clock | 0.991 | 0.669 | 0.322
Sequential | 0.868 | 0.815 | 0.0526
-- worst register-to-register path: stages (launching register included) --
cell	delay, ns
dfxtp_1	0.38
ha_1	0.23
nand2_1	0.14
or4_4	0.58
or4_1	0.49
a21oi_1	0.16
Power and IR drop assume default switching activity.
